==> ./design.v <==
module switch_box_right(
	input in_wire_0_0,
	input in_wire_0_1,
	input in_wire_0_2,
	input in_wire_0_3,
	input in_wire_2_2,
	input in_wire_2_3,
	input in_wire_2_0,
	input in_wire_2_1,
	input in_wire_1_1,
	input in_wire_1_0,
	input in_wire_1_3,
	input in_wire_1_2,
	input in_wire_3_3,
	input in_wire_3_2,
	input in_wire_3_1,
	input in_wire_3_0,
	output out_wire_0_0,
	output out_wire_0_1,
	output out_wire_0_2,
	output out_wire_0_3,
	output out_wire_1_0,
	output out_wire_1_1,
	output out_wire_1_2,
	output out_wire_1_3,
	output out_wire_2_0,
	output out_wire_2_1,
	output out_wire_2_2,
	output out_wire_2_3,
	output out_wire_3_0,
	output out_wire_3_1,
	output out_wire_3_2,
	output out_wire_3_3,
	input pe_output_0,
	input [31:0] config_data,
	input config_en,
	input clk,
	input reset
	);
	reg [31:0] config_data_reg;
	always @(posedge clk) begin
		if (reset) begin
			config_data_reg <= 32'b0;
		end else if (config_en) begin
			config_data_reg <= config_data;
		end
	end
	reg out_wire_0_0_i;
	reg out_wire_0_1_i;
	reg out_wire_0_2_i;
	reg out_wire_0_3_i;
	reg out_wire_1_0_i;
	reg out_wire_1_1_i;
	reg out_wire_1_2_i;
	reg out_wire_1_3_i;
	reg out_wire_2_0_i;
	reg out_wire_2_1_i;
	reg out_wire_2_2_i;
	reg out_wire_2_3_i;
	reg out_wire_3_0_i;
	reg out_wire_3_1_i;
	reg out_wire_3_2_i;
	reg out_wire_3_3_i;
	always @(*) begin
		case (config_data_reg[1:0])
			2'd0: out_wire_0_0_i = in_wire_1_0;
			2'd1: out_wire_0_0_i = in_wire_2_1;
			2'd2: out_wire_0_0_i = in_wire_3_2;
			2'd3: out_wire_0_0_i = pe_output_0;
			default: out_wire_0_0_i = 1'b0;
		endcase
	end
	assign out_wire_0_0 = out_wire_0_0_i;
	always @(*) begin
		case (config_data_reg[3:2])
			2'd0: out_wire_0_1_i = in_wire_1_1;
			2'd1: out_wire_0_1_i = in_wire_2_2;
			2'd2: out_wire_0_1_i = in_wire_3_3;
			2'd3: out_wire_0_1_i = pe_output_0;
			default: out_wire_0_1_i = 1'b0;
		endcase
	end
	assign out_wire_0_1 = out_wire_0_1_i;
	always @(*) begin
		case (config_data_reg[5:4])
			2'd0: out_wire_0_2_i = in_wire_1_2;
			2'd1: out_wire_0_2_i = in_wire_2_3;
			2'd2: out_wire_0_2_i = in_wire_3_0;
			2'd3: out_wire_0_2_i = pe_output_0;
			default: out_wire_0_2_i = 1'b0;
		endcase
	end
	assign out_wire_0_2 = out_wire_0_2_i;
	always @(*) begin
		case (config_data_reg[7:6])
			2'd0: out_wire_0_3_i = in_wire_1_3;
			2'd1: out_wire_0_3_i = in_wire_2_0;
			2'd2: out_wire_0_3_i = in_wire_3_1;
			2'd3: out_wire_0_3_i = pe_output_0;
			default: out_wire_0_3_i = 1'b0;
		endcase
	end
	assign out_wire_0_3 = out_wire_0_3_i;
	always @(*) begin
		case (config_data_reg[9:8])
			2'd0: out_wire_1_0_i = in_wire_2_1;
			2'd1: out_wire_1_0_i = in_wire_3_2;
			2'd2: out_wire_1_0_i = in_wire_0_3;
			2'd3: out_wire_1_0_i = pe_output_0;
			default: out_wire_1_0_i = 1'b0;
		endcase
	end
	assign out_wire_1_0 = out_wire_1_0_i;
	always @(*) begin
		case (config_data_reg[11:10])
			2'd0: out_wire_1_1_i = in_wire_2_2;
			2'd1: out_wire_1_1_i = in_wire_3_3;
			2'd2: out_wire_1_1_i = in_wire_0_0;
			2'd3: out_wire_1_1_i = pe_output_0;
			default: out_wire_1_1_i = 1'b0;
		endcase
	end
	assign out_wire_1_1 = out_wire_1_1_i;
	always @(*) begin
		case (config_data_reg[13:12])
			2'd0: out_wire_1_2_i = in_wire_2_3;
			2'd1: out_wire_1_2_i = in_wire_3_0;
			2'd2: out_wire_1_2_i = in_wire_0_1;
			2'd3: out_wire_1_2_i = pe_output_0;
			default: out_wire_1_2_i = 1'b0;
		endcase
	end
	assign out_wire_1_2 = out_wire_1_2_i;
	always @(*) begin
		case (config_data_reg[15:14])
			2'd0: out_wire_1_3_i = in_wire_2_0;
			2'd1: out_wire_1_3_i = in_wire_3_1;
			2'd2: out_wire_1_3_i = in_wire_0_2;
			2'd3: out_wire_1_3_i = pe_output_0;
			default: out_wire_1_3_i = 1'b0;
		endcase
	end
	assign out_wire_1_3 = out_wire_1_3_i;
	always @(*) begin
		case (config_data_reg[17:16])
			2'd0: out_wire_2_0_i = in_wire_3_2;
			2'd1: out_wire_2_0_i = in_wire_0_3;
			2'd2: out_wire_2_0_i = in_wire_1_0;
			2'd3: out_wire_2_0_i = pe_output_0;
			default: out_wire_2_0_i = 1'b0;
		endcase
	end
	assign out_wire_2_0 = out_wire_2_0_i;
	always @(*) begin
		case (config_data_reg[19:18])
			2'd0: out_wire_2_1_i = in_wire_3_3;
			2'd1: out_wire_2_1_i = in_wire_0_0;
			2'd2: out_wire_2_1_i = in_wire_1_1;
			2'd3: out_wire_2_1_i = pe_output_0;
			default: out_wire_2_1_i = 1'b0;
		endcase
	end
	assign out_wire_2_1 = out_wire_2_1_i;
	always @(*) begin
		case (config_data_reg[21:20])
			2'd0: out_wire_2_2_i = in_wire_3_0;
			2'd1: out_wire_2_2_i = in_wire_0_1;
			2'd2: out_wire_2_2_i = in_wire_1_2;
			2'd3: out_wire_2_2_i = pe_output_0;
			default: out_wire_2_2_i = 1'b0;
		endcase
	end
	assign out_wire_2_2 = out_wire_2_2_i;
	always @(*) begin
		case (config_data_reg[23:22])
			2'd0: out_wire_2_3_i = in_wire_3_1;
			2'd1: out_wire_2_3_i = in_wire_0_2;
			2'd2: out_wire_2_3_i = in_wire_1_3;
			2'd3: out_wire_2_3_i = pe_output_0;
			default: out_wire_2_3_i = 1'b0;
		endcase
	end
	assign out_wire_2_3 = out_wire_2_3_i;
	always @(*) begin
		case (config_data_reg[25:24])
			2'd0: out_wire_3_0_i = in_wire_0_3;
			2'd1: out_wire_3_0_i = in_wire_1_0;
			2'd2: out_wire_3_0_i = in_wire_2_1;
			2'd3: out_wire_3_0_i = pe_output_0;
			default: out_wire_3_0_i = 1'b0;
		endcase
	end
	assign out_wire_3_0 = out_wire_3_0_i;
	always @(*) begin
		case (config_data_reg[27:26])
			2'd0: out_wire_3_1_i = in_wire_0_0;
			2'd1: out_wire_3_1_i = in_wire_1_1;
			2'd2: out_wire_3_1_i = in_wire_2_2;
			2'd3: out_wire_3_1_i = pe_output_0;
			default: out_wire_3_1_i = 1'b0;
		endcase
	end
	assign out_wire_3_1 = out_wire_3_1_i;
	always @(*) begin
		case (config_data_reg[29:28])
			2'd0: out_wire_3_2_i = in_wire_0_1;
			2'd1: out_wire_3_2_i = in_wire_1_2;
			2'd2: out_wire_3_2_i = in_wire_2_3;
			2'd3: out_wire_3_2_i = pe_output_0;
			default: out_wire_3_2_i = 1'b0;
		endcase
	end
	assign out_wire_3_2 = out_wire_3_2_i;
	always @(*) begin
		case (config_data_reg[31:30])
			2'd0: out_wire_3_3_i = in_wire_0_2;
			2'd1: out_wire_3_3_i = in_wire_1_3;
			2'd2: out_wire_3_3_i = in_wire_2_0;
			2'd3: out_wire_3_3_i = pe_output_0;
			default: out_wire_3_3_i = 1'b0;
		endcase
	end
	assign out_wire_3_3 = out_wire_3_3_i;
endmodule
==> ./run.sh <==
#!/bin/bash
# OpenROAD 26Q1-2900-gdf79404cd8, Yosys 0.63+post, stock flow scripts
make -C /OpenROAD-flow-scripts/flow DESIGN_CONFIG=/design/flow/config.mk WORK_HOME=/design/flow/orfs finish
==> ./config.mk <==
export PLATFORM = sky130hd
export DESIGN_NAME = switch_box_right
export DESIGN_NICKNAME = switch_box_right
export VERILOG_FILES = /design/flow/design.v
export SDC_FILE = /design/flow/constraint.sdc
export NUM_CORES = 4
export LEC_CHECK = 1
export CORE_AREA = 10 10 103 103
export DIE_AREA = 0 0 113 113
==> ./constraint.sdc <==
current_design switch_box_right

set clk_period 1.5
set clk_io_pct 0.2

create_clock -name clk0 -period $clk_period [get_ports {clk}]

set non_clock_inputs [all_inputs -no_clocks]
set_input_delay [expr $clk_period * $clk_io_pct] -clock clk0 $non_clock_inputs
set_output_delay [expr $clk_period * $clk_io_pct] -clock clk0 [all_outputs]
==> flow_metrics.tcl <==
# place-and-route summary
set metrics [dict create \
    syn_area_um2 1545 \
    rrSetupSlack_ps 660 \
    rsz0062_at_grt "true" \
    worstPathArrival_ps 1240 \
    num_rows 33 \
    report.final.slew_viol_count 0 \
    ys_seq_frac 0.4146 \
    yosys_cells 120 \
    die.size.y_um 113 \
    slowest_stage "mux4_2" \
    cp-end-kind "output port" \
    cp_cell_sequence "mux4_2 > buf_2" \
    worstReg2RegStart "config_data_reg[30]$_SDFFE_PP0P_" \
    clkTransAtPathRegs_ps 70 \
    route.met2.wl_um 2037 \
    largest_register_ffs 32 \
    crit_required_ps 1200 \
    synthDistinctLibCells 8 \
    period_minus_slack_ps 1543 \
    hold_end "config_data_reg[17]$_SDFFE_PP0P_" \
    outcome "finished, violations left" \
    die_x_um 113 \
    ys_warn_count 1 \
    syn_inst 120 \
    cts-root-buf "clkbuf_8" \
    core-area_um2 8299 \
    gp_congestion 0.7733 \
    vias 1227 \
    clkLatencyLatePin_ps 270 \
    r2r_cells 4 \
    antenna_left 0 \
    wl_met1_um 2263 \
    min_from "config_data_reg[17]$_SDFFE_PP0P_" \
    setup_slack_ps -43.21 \
    r2r-end "config_data_reg[30]$_SDFFE_PP0P_" \
    drv_cap 0 \
    highest_layer "met3" \
    max_clock_freq_mhz 648.0 \
    io_pins 68 \
    drt_iter0_markers 25 \
    ys_ff 32 \
    setup_tns_ps -453.9 \
    grt_pass1_vias 1373 \
    holdPathStages 2 \
    hold_violations 0 \
    ys_async_sr_fraction 0 \
    ys.flop_type "dfxtp_1" \
    synth_area_per_cell_um2 12.88 \
    io_buffers 67 \
    relSlewSlack 0.8425 \
    cp_max_fo 2 \
    antenna_found_initial 1 \
    min_period_over_period 1.029 \
    drive_above_1_share 0.3614 \
    grt_pass1_wl_um 7631 \
    drt_first_pass_iters 3 \
    violations "setup timing" \
    p_leak_uw 0.001044 \
    top_cell_area_share 0.4146 \
    crit_path_start_kind "flip-flop" \
    grt_max_degree 33 \
    largest_area_cell "dfxtp_1" \
    fin_util 0.2944 \
    common_cells "32 x dfxtp_1, 32 x mux2i_1, 32 x nor2_1, 16 x mux4_1" \
    tritoncts "yes" \
    tool_warnings 27 \
    clockBufferDepth 2 \
    hp-class "reg -> reg" \
    chipArea_um2 12770 \
    avgRoutedWirePerCell_um 15.62 \
    vias_per_cell 3.984 \
    edf_count 0 \
    grt.total_usage 0.07391 \
    cts.sinks 32 \
    synth_chip_area_um2 1545 \
    wl_met3_um 511 \
    cts_hold_buf 0 \
    worst_pin_slew_ps 236.2 \
    skew_ps 0 \
    fp_util 0.1862 \
    topCellsByArea "dfxtp_1 41%, mux4_1 27%, mux2i_1 21%" \
    p_per_area_nw_per_um2 804.8 \
    ir_drop_mv 0.3005 \
    cts_max_level 2 \
    wl_um 4812 \
    overflow 0 \
    drc 0 \
    critPathKind "reg -> out" \
    numCtsBuffers 5 \
    finalSetupViolCount 16 \
    area_growth_syn_to_layout_pct 58.14 \
    max_stage_delay_ps 490 \
]
power breakdown:
part           internal, uW  total [uW]  switching [uW]
Combinational           297         433             136
Sequential              907         942            35.5
Clock                   299         591             293
Total                  1500        1970             464
critical path: cells and delay by family (launching register included):
kind / cells / cell delay [ps]
muxes: 1 / 490
buffers and inverters: 1 / 130
DFF: 1 / 350
kinds of logic after synthesis:
kind of cell | count (synthesis) | share of synthesized area
mux | 48 | 0.4794
simple gates | 32 | 0.07774
buf+inv | 8 | 0.02833
flops | 32 | 0.4146
how the worst max path moves through the flow:
stage                                            start            to  slack [ps]  cells past startpoint
after global routing  config_data_reg[21]$_SDFFE_PP0P_  out_wire_2_2        -100                      2
final                  config_data_reg[2]$_SDFFE_PP0P_  out_wire_0_1         -40                      2
after CTS             config_data_reg[23]$_SDFFE_PP0P_  out_wire_2_3         -70                      2
metal layers:
layer,GRT usage,up-vias
met4,0.004230,0
met5,0,-
met2,0.1041,48
met1,0.1045,574
met3,0.03739,0
li1,-,605
layout make-up:
class	instances	area, um^2
Multi-Input combinational cell	80	800.8
Clock buffer	5	68.82
Tap cell	105	131.4
Antenna cell	1	2.502
Fill cell	883	5856
Sequential cell	32	660.6
Timing Repair Buffer	85	779.5
metrics by stage:
step / std cells / worst slack, ps / power (uW) / hold WS [ps] / instance area [um^2]
6_report: 308 / -43.21 / 1967 / 502.9 / 2444
5_1_grt: 308 / -104.7 / 2093 / 538.4 / 2444
4_1_cts: 307 / -67.46 / 2010 / 510.0 / 2441
3_5_place_dp: 294 / -652.8 / 1407 / 490.7 / 2399
2_1_floorplan: 120 / 351.9 / 1109 / 372.4 / 1545
3_3_place_gp: 294 / -641.3 / 1404 / 482.8 / 2399
cell usage in the layout (no fill, tap or decap):
master,netlist,routed
clkdlybuf4s50_1,0,33
mux2i_1,32,32
nor2_1,32,32
buf_2,1,17
mux4_2,0,16
dfxtp_2,0,16
dfxtp_1,32,16
dlygate4sd2_1,0,16
buf_4,3,9
clkbuf_8,0,5
buf_6,0,5
buf_12,0,5
diode_2,0,1
timing repair:
action                                  CTS  global route
endpoints found under the setup margin   16            16
gates cloned                              1             0
resized                                 109             0
setup buffers                             7             0
Power is estimated from default activity; no workload was simulated.
