## config.mk

```make
export PLATFORM = sky130hd
export DESIGN_NAME = switch_box_bottom
export DESIGN_NICKNAME = switch_box_bottom
export VERILOG_FILES = /design/flow/design.v
export SDC_FILE = /design/flow/constraint.sdc
export NUM_CORES = 4
export LEC_CHECK = 1
export CORE_UTILIZATION = 40
```

## constraint.sdc

```tcl
current_design switch_box_bottom

set clk_period 1.2
set clk_io_pct 0.2

create_clock -name clk0 -period $clk_period [get_ports {clk}]

set non_clock_inputs [all_inputs -no_clocks]
set_input_delay [expr $clk_period * $clk_io_pct] -clock clk0 $non_clock_inputs
set_output_delay [expr $clk_period * $clk_io_pct] -clock clk0 [all_outputs]
```

## design.v

```verilog
module switch_box_bottom(
	input in_wire_0_0,
	input in_wire_0_1,
	input in_wire_0_2,
	input in_wire_0_3,
	input in_wire_2_2,
	input in_wire_2_3,
	input in_wire_2_0,
	input in_wire_2_1,
	input in_wire_1_1,
	input in_wire_1_0,
	input in_wire_1_3,
	input in_wire_1_2,
	input in_wire_3_3,
	input in_wire_3_2,
	input in_wire_3_1,
	input in_wire_3_0,
	output out_wire_0_0,
	output out_wire_0_1,
	output out_wire_0_2,
	output out_wire_0_3,
	output out_wire_1_0,
	output out_wire_1_1,
	output out_wire_1_2,
	output out_wire_1_3,
	output out_wire_2_0,
	output out_wire_2_1,
	output out_wire_2_2,
	output out_wire_2_3,
	output out_wire_3_0,
	output out_wire_3_1,
	output out_wire_3_2,
	output out_wire_3_3,
	input pe_output_0,
	input [31:0] config_data,
	input config_en,
	input clk,
	input reset
	);
	reg [31:0] config_data_reg;
	always @(posedge clk) begin
		if (reset) begin
			config_data_reg <= 32'b0;
		end else if (config_en) begin
			config_data_reg <= config_data;
		end
	end
	reg out_wire_0_0_i;
	reg out_wire_0_1_i;
	reg out_wire_0_2_i;
	reg out_wire_0_3_i;
	reg out_wire_1_0_i;
	reg out_wire_1_1_i;
	reg out_wire_1_2_i;
	reg out_wire_1_3_i;
	reg out_wire_2_0_i;
	reg out_wire_2_1_i;
	reg out_wire_2_2_i;
	reg out_wire_2_3_i;
	reg out_wire_3_0_i;
	reg out_wire_3_1_i;
	reg out_wire_3_2_i;
	reg out_wire_3_3_i;
	always @(*) begin
		case (config_data_reg[1:0])
			2'd0: out_wire_0_0_i = in_wire_1_0;
			2'd1: out_wire_0_0_i = in_wire_2_1;
			2'd2: out_wire_0_0_i = in_wire_3_2;
			2'd3: out_wire_0_0_i = pe_output_0;
			default: out_wire_0_0_i = 1'b0;
		endcase
	end
	assign out_wire_0_0 = out_wire_0_0_i;
	always @(*) begin
		case (config_data_reg[3:2])
			2'd0: out_wire_0_1_i = in_wire_1_1;
			2'd1: out_wire_0_1_i = in_wire_2_2;
			2'd2: out_wire_0_1_i = in_wire_3_3;
			2'd3: out_wire_0_1_i = pe_output_0;
			default: out_wire_0_1_i = 1'b0;
		endcase
	end
	assign out_wire_0_1 = out_wire_0_1_i;
	always @(*) begin
		case (config_data_reg[5:4])
			2'd0: out_wire_0_2_i = in_wire_1_2;
			2'd1: out_wire_0_2_i = in_wire_2_3;
			2'd2: out_wire_0_2_i = in_wire_3_0;
			2'd3: out_wire_0_2_i = pe_output_0;
			default: out_wire_0_2_i = 1'b0;
		endcase
	end
	assign out_wire_0_2 = out_wire_0_2_i;
	always @(*) begin
		case (config_data_reg[7:6])
			2'd0: out_wire_0_3_i = in_wire_1_3;
			2'd1: out_wire_0_3_i = in_wire_2_0;
			2'd2: out_wire_0_3_i = in_wire_3_1;
			2'd3: out_wire_0_3_i = pe_output_0;
			default: out_wire_0_3_i = 1'b0;
		endcase
	end
	assign out_wire_0_3 = out_wire_0_3_i;
	always @(*) begin
		case (config_data_reg[9:8])
			2'd0: out_wire_1_0_i = in_wire_2_1;
			2'd1: out_wire_1_0_i = in_wire_3_2;
			2'd2: out_wire_1_0_i = in_wire_0_3;
			2'd3: out_wire_1_0_i = pe_output_0;
			default: out_wire_1_0_i = 1'b0;
		endcase
	end
	assign out_wire_1_0 = out_wire_1_0_i;
	always @(*) begin
		case (config_data_reg[11:10])
			2'd0: out_wire_1_1_i = in_wire_2_2;
			2'd1: out_wire_1_1_i = in_wire_3_3;
			2'd2: out_wire_1_1_i = in_wire_0_0;
			2'd3: out_wire_1_1_i = pe_output_0;
			default: out_wire_1_1_i = 1'b0;
		endcase
	end
	assign out_wire_1_1 = out_wire_1_1_i;
	always @(*) begin
		case (config_data_reg[13:12])
			2'd0: out_wire_1_2_i = in_wire_2_3;
			2'd1: out_wire_1_2_i = in_wire_3_0;
			2'd2: out_wire_1_2_i = in_wire_0_1;
			2'd3: out_wire_1_2_i = pe_output_0;
			default: out_wire_1_2_i = 1'b0;
		endcase
	end
	assign out_wire_1_2 = out_wire_1_2_i;
	always @(*) begin
		case (config_data_reg[15:14])
			2'd0: out_wire_1_3_i = in_wire_2_0;
			2'd1: out_wire_1_3_i = in_wire_3_1;
			2'd2: out_wire_1_3_i = in_wire_0_2;
			2'd3: out_wire_1_3_i = pe_output_0;
			default: out_wire_1_3_i = 1'b0;
		endcase
	end
	assign out_wire_1_3 = out_wire_1_3_i;
	always @(*) begin
		case (config_data_reg[17:16])
			2'd0: out_wire_2_0_i = in_wire_3_2;
			2'd1: out_wire_2_0_i = in_wire_0_3;
			2'd2: out_wire_2_0_i = in_wire_1_0;
			2'd3: out_wire_2_0_i = pe_output_0;
			default: out_wire_2_0_i = 1'b0;
		endcase
	end
	assign out_wire_2_0 = out_wire_2_0_i;
	always @(*) begin
		case (config_data_reg[19:18])
			2'd0: out_wire_2_1_i = in_wire_3_3;
			2'd1: out_wire_2_1_i = in_wire_0_0;
			2'd2: out_wire_2_1_i = in_wire_1_1;
			2'd3: out_wire_2_1_i = pe_output_0;
			default: out_wire_2_1_i = 1'b0;
		endcase
	end
	assign out_wire_2_1 = out_wire_2_1_i;
	always @(*) begin
		case (config_data_reg[21:20])
			2'd0: out_wire_2_2_i = in_wire_3_0;
			2'd1: out_wire_2_2_i = in_wire_0_1;
			2'd2: out_wire_2_2_i = in_wire_1_2;
			2'd3: out_wire_2_2_i = pe_output_0;
			default: out_wire_2_2_i = 1'b0;
		endcase
	end
	assign out_wire_2_2 = out_wire_2_2_i;
	always @(*) begin
		case (config_data_reg[23:22])
			2'd0: out_wire_2_3_i = in_wire_3_1;
			2'd1: out_wire_2_3_i = in_wire_0_2;
			2'd2: out_wire_2_3_i = in_wire_1_3;
			2'd3: out_wire_2_3_i = pe_output_0;
			default: out_wire_2_3_i = 1'b0;
		endcase
	end
	assign out_wire_2_3 = out_wire_2_3_i;
	always @(*) begin
		case (config_data_reg[25:24])
			2'd0: out_wire_3_0_i = in_wire_0_3;
			2'd1: out_wire_3_0_i = in_wire_1_0;
			2'd2: out_wire_3_0_i = in_wire_2_1;
			2'd3: out_wire_3_0_i = pe_output_0;
			default: out_wire_3_0_i = 1'b0;
		endcase
	end
	assign out_wire_3_0 = out_wire_3_0_i;
	always @(*) begin
		case (config_data_reg[27:26])
			2'd0: out_wire_3_1_i = in_wire_0_0;
			2'd1: out_wire_3_1_i = in_wire_1_1;
			2'd2: out_wire_3_1_i = in_wire_2_2;
			2'd3: out_wire_3_1_i = pe_output_0;
			default: out_wire_3_1_i = 1'b0;
		endcase
	end
	assign out_wire_3_1 = out_wire_3_1_i;
	always @(*) begin
		case (config_data_reg[29:28])
			2'd0: out_wire_3_2_i = in_wire_0_1;
			2'd1: out_wire_3_2_i = in_wire_1_2;
			2'd2: out_wire_3_2_i = in_wire_2_3;
			2'd3: out_wire_3_2_i = pe_output_0;
			default: out_wire_3_2_i = 1'b0;
		endcase
	end
	assign out_wire_3_2 = out_wire_3_2_i;
	always @(*) begin
		case (config_data_reg[31:30])
			2'd0: out_wire_3_3_i = in_wire_0_2;
			2'd1: out_wire_3_3_i = in_wire_1_3;
			2'd2: out_wire_3_3_i = in_wire_2_0;
			2'd3: out_wire_3_3_i = pe_output_0;
			default: out_wire_3_3_i = 1'b0;
		endcase
	end
	assign out_wire_3_3 = out_wire_3_3_i;
endmodule
```

## run.sh

```bash
#!/bin/bash
# OpenROAD 26Q1-2900-gdf79404cd8, Yosys 0.63+post, stock flow scripts
make -C /OpenROAD-flow-scripts/flow DESIGN_CONFIG=/design/flow/config.mk WORK_HOME=/design/flow/orfs finish
```

==> flow_metrics.py <==
# Auto-generated metrics
metrics = {
    "status": {
        "status": "finished, violations left",
        "violations": "negative setup slack",
    },
    "global_routing": {
        "grt_pass1_wl_um": 5600,
        "grt_overflow": 0,
        "grt_use_total_pct": 18.3,
        "grt_pass1_vias": 1199,
        "grt_max_degree": 33,
        "antenna_found_initial": 0,
    },
    "timing": {
        "tns_ns": -4.18,
        "worst_slew_pin_slew_ns": 0.161,
        "fin_ws_ns": -0.280,
        "finalClockSkew_ns": 0,
        "maxSlewViolCount": 0,
        "period_used_pct": 123,
        "finalHoldViolations": 0,
        "grt_setup_unrepaired": "true",
        "slew_headroom_pct": 89.0,
        "setup-violations-final": 16,
        "min_period_ns": 1.48,
        "worst_hold_slack_ns": 0.466,
        "max_freq_ghz": 0.676,
    },
    "critical_path": {
        "r2r_setup_slack_ns": 0.46,
        "cp-end-kind": "output port",
        "r2r-end": "config_data_reg[10]",
        "path_buffers": 1,
        "r2r-start": "config_data_reg[10]",
        "ff2ff_path_depth": 3,
        "slowest_delay_ns": 0.49,
        "required_ns": 0.96,
        "worstSetupPathType": "reg -> out",
        "crit_chain": "mux4_2 > buf_2",
        "cp_max_fo": 2,
        "critPathSlowestCell": "mux4_2",
        "crit_family": "multiplexers",
        "arrival_ns": 1.24,
        "startpoint_type": "flip-flop",
        "worst-path-stages": 2,
    },
    "die": {
        "chipArea_um2": 4120,
        "core_area_um2": 3690,
        "die_w_um": 64.2,
        "ios": 68,
        "num_rows": 22,
        "dieHeight_um": 64.2,
        "initial_core_util_pct": 41.9,
    },
    "synthesis": {
        "syn_inst": 120,
        "async_flop_share_pct": 0,
        "yosys.area.top_type": "dfxtp_1",
        "avgSynthCellArea_um2": 12.9,
        "ys_area_um2": 1550,
        "common_cells": "32 x dfxtp_1, 32 x mux2i_1, 32 x nor2_1, 16 x mux4_1",
        "ff_type": "dfxtp_1",
        "ys_cells": 120,
        "synth_seq_share_pct": 41.5,
        "ys_warn_count": 1,
        "topCellsByArea": "dfxtp_1 41%, mux4_1 27%, mux2i_1 21%",
        "ys.flops": 32,
        "top_area_share_pct": 41.5,
        "edf_count": 0,
        "ys_types": 8,
        "syn_area_um2": 1550,
    },
    "routing": {
        "drtIter0Drc": 63,
        "drc": 0,
        "vias": 1188,
        "via_per_inst": 4.85,
        "dr.pass1.iters": 4,
        "ant_nets": 0,
        "wl_um": 3390,
        "antenna_cells": 0,
        "wire_per_inst_um": 13.8,
    },
    "worst_hold_path": {
        "hold_class": "in -> reg",
        "hold_start": "config_en",
        "hold_depth": 4,
        "worstHoldEndpoint": "config_data_reg[31]",
    },
    "power_and_ir_drop": {
        "p_per_area_nw_per_um2": 1090,
        "p_leak_nw": 0.999,
        "total_power_mw": 2.50,
        "ir_drop_mv": 0.799,
    },
    "clock_tree": {
        "clkTransAtPathRegs_ns": 0.06,
        "numCtsBuffers": 5,
        "htreeDepth": 2,
        "cts-root-buf": "clkbuf_8",
        "clockBufferDepth": 2,
        "clk_latency_ns": 0.28,
        "cts_sinks": 32,
        "tritoncts": "done",
    },
    "place": {
        "io_buffer_count": 67,
        "place_area_um2": 2300,
        "dp_slack_ns": -0.783,
        "gp_congestion": 0.777,
    },
    "flow_run": {
        "cap_viol_max_count": 0,
        "tool_warnings": 28,
    },
    "finish": {
        "synthToLayoutAreaGrowth_pct": 48.3,
        "largest_reg_flops": 32,
        "finish.instance_area_um2": 2290,
        "drive_above_1_share_pct": 33.5,
    },
}
layout by cell type, fill, tap and decap left out:
cell,count
nor2_1,32
mux4_2,16
buf_4,5
dfxtp_1,16
clkbuf_1,2
clkdlybuf4s50_1,33
mux2i_1,32
buf_2,18
clkbuf_8,6
buf_6,2
dfxtp_2,16
dlygate4sd2_1,16
buf_12,3
where the power goes:
group | switching, mW | internal [mW] | total (mW)
clock | 0.363 | 0.467 | 0.830
combinational | 0.151 | 0.342 | 0.493
sequential | 0.0422 | 1.13 | 1.18
routing by layer:
metal  GRT usage (%)  part of all wire [%]  vias to the layer above  wire (µm)
met3            7.97                    12                        6        403
met4            2.22                   1.4                        0         48
met5               0                     0                        -          0
met1            27.3                    45                      524       1540
li1                -                     -                      588          -
met2            26.9                    41                       70       1400
worst max-delay path by stage:
stage,from,endpoint,slack [ns]
after CTS,config_data_reg[0],out_wire_0_0,-0.30
after global routing,config_data_reg[0],out_wire_0_0,-0.34
final,config_data_reg[0],out_wire_0_0,-0.28
stage by stage:
step	util [%]	instances
floorplan	-	120
global placement	62.4	232
detailed placement	62.4	232
CTS	61.9	244
global route	62.1	245
finish	62.1	245
cell type report:
cell class	instances	area, µm²
clock buffer	8	90.1
fill	318	1400
tap	48	60.1
timing repair buffer	77	681
sequential	32	661
multi-input combinational	80	801
worst min-delay path, stage by stage:
cell and delay (ns):
buf_2 0.13, buf_12 0.17, mux2i_1 0.08, nor2_1 0.07
kinds of logic after synthesis:
kind of cell | synth area share (%)
DFF | 41.5
and+or+nand+nor | 7.77
muxes | 47.9
buffers and inverters | 2.83
repair_timing:
| action | in CTS | in global routing |
|---|---|---|
| pin swaps | 0 | 0 |
| endpoints found under the hold margin | 0 | 0 |
| buffers inserted | 3 | 1 |
| gates cloned | 1 | 0 |
| hold buffers | 0 | 0 |
| resized | 103 | 0 |
| endpoints found under the setup margin | 16 | 16 |
Power figures rest on the tool's default switching activity, not on a simulated workload.
