==> flow/constraint.sdc <==
current_design switch_box_left

set clk_period 1.2
set clk_io_pct 0.2

create_clock -name clk0 -period $clk_period [get_ports {clk}]

set non_clock_inputs [all_inputs -no_clocks]
set_input_delay [expr $clk_period * $clk_io_pct] -clock clk0 $non_clock_inputs
set_output_delay [expr $clk_period * $clk_io_pct] -clock clk0 [all_outputs]
==> flow/run.sh <==
#!/bin/bash
# OpenROAD 26Q1-2900-gdf79404cd8, Yosys 0.63+post, stock flow scripts
make -C /OpenROAD-flow-scripts/flow DESIGN_CONFIG=/design/flow/config.mk WORK_HOME=/design/flow/orfs finish
==> flow/config.mk <==
export PLATFORM = sky130hd
export DESIGN_NAME = switch_box_left
export DESIGN_NICKNAME = switch_box_left
export VERILOG_FILES = /design/flow/design.v
export SDC_FILE = /design/flow/constraint.sdc
export NUM_CORES = 4
export LEC_CHECK = 1
export CORE_AREA = 10 10 91 91
export DIE_AREA = 0 0 101 101
==> flow/design.v <==
module switch_box_left(
	input in_wire_0_0,
	input in_wire_0_1,
	input in_wire_0_2,
	input in_wire_0_3,
	input in_wire_2_2,
	input in_wire_2_3,
	input in_wire_2_0,
	input in_wire_2_1,
	input in_wire_1_1,
	input in_wire_1_0,
	input in_wire_1_3,
	input in_wire_1_2,
	input in_wire_3_3,
	input in_wire_3_2,
	input in_wire_3_1,
	input in_wire_3_0,
	output out_wire_0_0,
	output out_wire_0_1,
	output out_wire_0_2,
	output out_wire_0_3,
	output out_wire_1_0,
	output out_wire_1_1,
	output out_wire_1_2,
	output out_wire_1_3,
	output out_wire_3_0,
	output out_wire_3_1,
	output out_wire_3_2,
	output out_wire_3_3,
	input pe_output_0,
	input [31:0] config_data,
	input config_en,
	input clk,
	input reset
	);
	reg [31:0] config_data_reg;
	always @(posedge clk) begin
		if (reset) begin
			config_data_reg <= 32'b0;
		end else if (config_en) begin
			config_data_reg <= config_data;
		end
	end
	reg out_wire_0_0_i;
	reg out_wire_0_1_i;
	reg out_wire_0_2_i;
	reg out_wire_0_3_i;
	reg out_wire_1_0_i;
	reg out_wire_1_1_i;
	reg out_wire_1_2_i;
	reg out_wire_1_3_i;
	reg out_wire_3_0_i;
	reg out_wire_3_1_i;
	reg out_wire_3_2_i;
	reg out_wire_3_3_i;
	always @(*) begin
		case (config_data_reg[1:0])
			2'd0: out_wire_0_0_i = in_wire_1_0;
			2'd1: out_wire_0_0_i = in_wire_2_1;
			2'd2: out_wire_0_0_i = in_wire_3_2;
			2'd3: out_wire_0_0_i = pe_output_0;
			default: out_wire_0_0_i = 1'b0;
		endcase
	end
	assign out_wire_0_0 = out_wire_0_0_i;
	always @(*) begin
		case (config_data_reg[3:2])
			2'd0: out_wire_0_1_i = in_wire_1_1;
			2'd1: out_wire_0_1_i = in_wire_2_2;
			2'd2: out_wire_0_1_i = in_wire_3_3;
			2'd3: out_wire_0_1_i = pe_output_0;
			default: out_wire_0_1_i = 1'b0;
		endcase
	end
	assign out_wire_0_1 = out_wire_0_1_i;
	always @(*) begin
		case (config_data_reg[5:4])
			2'd0: out_wire_0_2_i = in_wire_1_2;
			2'd1: out_wire_0_2_i = in_wire_2_3;
			2'd2: out_wire_0_2_i = in_wire_3_0;
			2'd3: out_wire_0_2_i = pe_output_0;
			default: out_wire_0_2_i = 1'b0;
		endcase
	end
	assign out_wire_0_2 = out_wire_0_2_i;
	always @(*) begin
		case (config_data_reg[7:6])
			2'd0: out_wire_0_3_i = in_wire_1_3;
			2'd1: out_wire_0_3_i = in_wire_2_0;
			2'd2: out_wire_0_3_i = in_wire_3_1;
			2'd3: out_wire_0_3_i = pe_output_0;
			default: out_wire_0_3_i = 1'b0;
		endcase
	end
	assign out_wire_0_3 = out_wire_0_3_i;
	always @(*) begin
		case (config_data_reg[9:8])
			2'd0: out_wire_1_0_i = in_wire_2_1;
			2'd1: out_wire_1_0_i = in_wire_3_2;
			2'd2: out_wire_1_0_i = in_wire_0_3;
			2'd3: out_wire_1_0_i = pe_output_0;
			default: out_wire_1_0_i = 1'b0;
		endcase
	end
	assign out_wire_1_0 = out_wire_1_0_i;
	always @(*) begin
		case (config_data_reg[11:10])
			2'd0: out_wire_1_1_i = in_wire_2_2;
			2'd1: out_wire_1_1_i = in_wire_3_3;
			2'd2: out_wire_1_1_i = in_wire_0_0;
			2'd3: out_wire_1_1_i = pe_output_0;
			default: out_wire_1_1_i = 1'b0;
		endcase
	end
	assign out_wire_1_1 = out_wire_1_1_i;
	always @(*) begin
		case (config_data_reg[13:12])
			2'd0: out_wire_1_2_i = in_wire_2_3;
			2'd1: out_wire_1_2_i = in_wire_3_0;
			2'd2: out_wire_1_2_i = in_wire_0_1;
			2'd3: out_wire_1_2_i = pe_output_0;
			default: out_wire_1_2_i = 1'b0;
		endcase
	end
	assign out_wire_1_2 = out_wire_1_2_i;
	always @(*) begin
		case (config_data_reg[15:14])
			2'd0: out_wire_1_3_i = in_wire_2_0;
			2'd1: out_wire_1_3_i = in_wire_3_1;
			2'd2: out_wire_1_3_i = in_wire_0_2;
			2'd3: out_wire_1_3_i = pe_output_0;
			default: out_wire_1_3_i = 1'b0;
		endcase
	end
	assign out_wire_1_3 = out_wire_1_3_i;
	always @(*) begin
		case (config_data_reg[25:24])
			2'd0: out_wire_3_0_i = in_wire_0_3;
			2'd1: out_wire_3_0_i = in_wire_1_0;
			2'd2: out_wire_3_0_i = in_wire_2_1;
			2'd3: out_wire_3_0_i = pe_output_0;
			default: out_wire_3_0_i = 1'b0;
		endcase
	end
	assign out_wire_3_0 = out_wire_3_0_i;
	always @(*) begin
		case (config_data_reg[27:26])
			2'd0: out_wire_3_1_i = in_wire_0_0;
			2'd1: out_wire_3_1_i = in_wire_1_1;
			2'd2: out_wire_3_1_i = in_wire_2_2;
			2'd3: out_wire_3_1_i = pe_output_0;
			default: out_wire_3_1_i = 1'b0;
		endcase
	end
	assign out_wire_3_1 = out_wire_3_1_i;
	always @(*) begin
		case (config_data_reg[29:28])
			2'd0: out_wire_3_2_i = in_wire_0_1;
			2'd1: out_wire_3_2_i = in_wire_1_2;
			2'd2: out_wire_3_2_i = in_wire_2_3;
			2'd3: out_wire_3_2_i = pe_output_0;
			default: out_wire_3_2_i = 1'b0;
		endcase
	end
	assign out_wire_3_2 = out_wire_3_2_i;
	always @(*) begin
		case (config_data_reg[31:30])
			2'd0: out_wire_3_3_i = in_wire_0_2;
			2'd1: out_wire_3_3_i = in_wire_1_3;
			2'd2: out_wire_3_3_i = in_wire_2_0;
			2'd3: out_wire_3_3_i = pe_output_0;
			default: out_wire_3_3_i = 1'b0;
		endcase
	end
	assign out_wire_3_3 = out_wire_3_3_i;
endmodule
==> reports/metrics.csv <==
stage,metric,value,unit
drt,drt-total-wl,3.50,mm
worst_setup_path,cp-end-kind,primary output,
grt,grt_remaining_overflow,0,
synthesis,ys_sh_simple,0.0772,
cells_and_area,logic_area,601,um^2
worst_setup_path,cp_slowest_cell,mux4_2,
synthesis,logic_family,multiplexers,
cells_and_area,regArea,495,um^2
worst_setup_path,max_stage_delay,0.49,ns
cts,cts_max_path_buffers,2,
flow_run,drv_cap,0,
worst_setup_path,reg2reg_to,config_data_reg[27],
power_and_ir_drop,powerDensity,944,mW/mm^2
cts,cts_sinks,24,
worst_hold_path,min_to,config_data_reg[24],
drt,viasPerCell,4.01,
synthesis,yosys_warnings,1,
die,rows,29,
drt,drt-wirelength-per-cell,14.9,um
grt,grt_pass1_wl,5.56,mm
worst_setup_path,r2r-start,config_data_reg[27],
worst_setup_path,critPathKind,register to primary output,
cells_and_area,drive_gt1_frac,0.354,
synthesis,yosys.stat.seqShare,0.412,
cts,cts_tree,yes,
worst_setup_path,crit_chain,mux4_2 -> buf_2,
grt,grt_pass1_vias,1087,
synthesis,syn_area_per_cell,13.0,um^2
cts,cts_root_buf,clkbuf_8,
synthesis,xor_share,0,
worst_setup_path,crit_required,0.96,ns
placed_design,io_buffers,55,
drt,drc_errors,0,
synthesis,synthCells,90,
worst_setup_path,regToRegSetupSlack,0.37,ns
sta,rsz0062_at_grt,yes,
flow_run,warnings,35,
cells_and_area,fillers,687,
drt,final_antenna_net_count,0,
grt,grt.total_usage,0.0681,
sta,skew,0,ns
drt,antennaDiodeCount,0,
sta,finalCritPeriodShare,1.22,
cts,clk-insertion-delay-late,0.26,ns
grt,grt_antenna_before_repair,0,
synthesis,syn_area,0.00117,mm^2
drt,vias,942,
worst_hold_path,hold_path_depth,2,
sta,hold_slack,0.506,ns
worst_setup_path,arrival,1.22,ns
synthesis,yosysUniqueCellTypes,8,
cells_and_area,syn_to_final_growth,58.6,%
synthesis,yosys_cells,90,
die,die_height,101,um
worst_setup_path,path_max_fanout,2,
cells_and_area,largest_reg_flops,24,
worst_hold_path,min_path_type,register to register,
power_and_ir_drop,p_leak,0.805,nW
drt,drt_iter0_drc,27,
worst_hold_path,min_from,config_data_reg[24],
sta,slew_violations,0,
synthesis,ys_ff,24,
die,core,0.00635,mm^2
placed_design,routabilityCongestion,0.746,
synthesis,ys_sh_adder,0,
cts,numCtsBuffers,3,
worst_setup_path,reg2regPathDepth,4,
die,dieWidth,101,um
grt,grt_max_degree,25,
run_status,violations,negative setup slack,
sta,hold_violations,0,
die,dieArea,0.0102,mm^2
power_and_ir_drop,vdd_drop_max,321,uV
sta,worst_pin_slew,0.144,ns
synthesis,ys_chip_area,0.00117,mm^2
sta,fin_ws,-0.263,ns
sta,clock.fmax,683,MHz
sta,setup_viol,12,
cts,clkTransAtPathRegs,0.08,ns
worst_setup_path,cp-start-kind,register,
die,num_io_pins,64,
drt,firstDrtPassIters,4,
synthesis,mux_area_frac,0.469,
sta,max_slew_margin,0.901,
power_and_ir_drop,p_total,1.75,mW
synthesis,compound_area_frac,0,
run_status,status,"complete, but fails checks",
die,fp_util,0.184,
cts,htree_levels,1,
sta,finalCriticalPeriod,1.46,ns
==> cells in the final DEF, fill, tap and decap left out <==
cell             count
clkdlybuf4s50_1     26
mux2i_1             24
nor2_1              24
dlygate4sd2_1       16
buf_2               13
mux4_2              12
dfxtp_2             12
dfxtp_1             12
buf_4               12
clkbuf_8             3
buf_6                2
buf_12               2
==> cells in the mapped netlist <==
master,count,area share
dfxtp_1,24,0.41
mux2i_1,24,0.21
nor2_1,24,0.077
mux4_1,10,0.23
buf_6,3,0.029
clkbuf_1,2,0.0064
mux4_2,2,0.039
buf_4,1,0.0064
==> routing by layer <==
metal / vias up / routed length (um) / GRT usage
met2: 20 / 1880 / 0.124
met4: 0 / 42 / 0.00965
met5: - / 0 / 0
met3: 2 / 134 / 0.0132
met1: 456 / 1440 / 0.0822
li1: 464 / - / -
==> layout make-up <==
cell class | count | share of cell area
Clock buffer | 3 | 0.0223
Multi-Input combinational cell | 60 | 0.324
Sequential cell | 24 | 0.268
Tap cell | 77 | 0.0520
Timing Repair Buffer | 71 | 0.334
==> timing repair <==
action	in CTS	in global routing
buffers inserted	1	2
gates cloned	1	0
setup endpoints to repair	12	12
hold endpoints to repair	0	0
gates resized	81	0
hold buffers	0	0
==> logic make-up (layout without fill, tap and decap cells) <==
kind of cell	after synthesis	count (layout)
buf+inv	6	74
flops	24	24
mux	36	36
simple gates	24	24
==> through the flow <==
stage          worst slack, ns  TNS [ns]  area (um^2)  utilization  instances
2_1_floorplan            0.153         0         1170            -         90
3_3_place_gp            -0.800    -12.59         1880        0.296        228
3_5_place_dp            -0.795    -12.74         1880        0.296        228
4_1_cts                 -0.293     -3.30         1840        0.289        233
5_1_grt                 -0.332     -3.69         1850        0.292        235
6_report                -0.263     -2.99         1850        0.292        235
==> worst max path at each step <==
stage             startpoint           end  depth (start not counted)  slack [ns]
4_1_cts   config_data_reg[9]  out_wire_1_0                          2       -0.29
5_1_grt   config_data_reg[0]  out_wire_0_0                          2       -0.33
6_report  config_data_reg[9]  out_wire_1_0                          2       -0.26
==> critical path, delay by kind of cell, from the launching register on <==
| kind | cells | cell delay (ns) |
|---|---|---|
| DFF | 1 | 0.34 |
| muxes | 1 | 0.49 |
| buffers and inverters | 1 | 0.13 |
==> report_power, final <==
group	leakage (nW)	switching, mW	internal [mW]
registers	0.202	0.0321	0.849
clock network	0.0216	0.235	0.224
logic	0.581	0.123	0.284
No activity file was given, so power comes from the tool's default toggle rates.
