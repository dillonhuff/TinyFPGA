==> flow/design.v <==
module switch_box_top(
	input in_wire_0_0,
	input in_wire_0_1,
	input in_wire_0_2,
	input in_wire_0_3,
	input in_wire_2_2,
	input in_wire_2_3,
	input in_wire_2_0,
	input in_wire_2_1,
	input in_wire_1_1,
	input in_wire_1_0,
	input in_wire_1_3,
	input in_wire_1_2,
	input in_wire_3_3,
	input in_wire_3_2,
	input in_wire_3_1,
	input in_wire_3_0,
	output out_wire_0_0,
	output out_wire_0_1,
	output out_wire_0_2,
	output out_wire_0_3,
	output out_wire_1_0,
	output out_wire_1_1,
	output out_wire_1_2,
	output out_wire_1_3,
	output out_wire_2_0,
	output out_wire_2_1,
	output out_wire_2_2,
	output out_wire_2_3,
	input pe_output_0,
	input [31:0] config_data,
	input config_en,
	input clk,
	input reset
	);
	reg [31:0] config_data_reg;
	always @(posedge clk) begin
		if (reset) begin
			config_data_reg <= 32'b0;
		end else if (config_en) begin
			config_data_reg <= config_data;
		end
	end
	reg out_wire_0_0_i;
	reg out_wire_0_1_i;
	reg out_wire_0_2_i;
	reg out_wire_0_3_i;
	reg out_wire_1_0_i;
	reg out_wire_1_1_i;
	reg out_wire_1_2_i;
	reg out_wire_1_3_i;
	reg out_wire_2_0_i;
	reg out_wire_2_1_i;
	reg out_wire_2_2_i;
	reg out_wire_2_3_i;
	always @(*) begin
		case (config_data_reg[1:0])
			2'd0: out_wire_0_0_i = in_wire_1_0;
			2'd1: out_wire_0_0_i = in_wire_2_1;
			2'd2: out_wire_0_0_i = in_wire_3_2;
			2'd3: out_wire_0_0_i = pe_output_0;
			default: out_wire_0_0_i = 1'b0;
		endcase
	end
	assign out_wire_0_0 = out_wire_0_0_i;
	always @(*) begin
		case (config_data_reg[3:2])
			2'd0: out_wire_0_1_i = in_wire_1_1;
			2'd1: out_wire_0_1_i = in_wire_2_2;
			2'd2: out_wire_0_1_i = in_wire_3_3;
			2'd3: out_wire_0_1_i = pe_output_0;
			default: out_wire_0_1_i = 1'b0;
		endcase
	end
	assign out_wire_0_1 = out_wire_0_1_i;
	always @(*) begin
		case (config_data_reg[5:4])
			2'd0: out_wire_0_2_i = in_wire_1_2;
			2'd1: out_wire_0_2_i = in_wire_2_3;
			2'd2: out_wire_0_2_i = in_wire_3_0;
			2'd3: out_wire_0_2_i = pe_output_0;
			default: out_wire_0_2_i = 1'b0;
		endcase
	end
	assign out_wire_0_2 = out_wire_0_2_i;
	always @(*) begin
		case (config_data_reg[7:6])
			2'd0: out_wire_0_3_i = in_wire_1_3;
			2'd1: out_wire_0_3_i = in_wire_2_0;
			2'd2: out_wire_0_3_i = in_wire_3_1;
			2'd3: out_wire_0_3_i = pe_output_0;
			default: out_wire_0_3_i = 1'b0;
		endcase
	end
	assign out_wire_0_3 = out_wire_0_3_i;
	always @(*) begin
		case (config_data_reg[9:8])
			2'd0: out_wire_1_0_i = in_wire_2_1;
			2'd1: out_wire_1_0_i = in_wire_3_2;
			2'd2: out_wire_1_0_i = in_wire_0_3;
			2'd3: out_wire_1_0_i = pe_output_0;
			default: out_wire_1_0_i = 1'b0;
		endcase
	end
	assign out_wire_1_0 = out_wire_1_0_i;
	always @(*) begin
		case (config_data_reg[11:10])
			2'd0: out_wire_1_1_i = in_wire_2_2;
			2'd1: out_wire_1_1_i = in_wire_3_3;
			2'd2: out_wire_1_1_i = in_wire_0_0;
			2'd3: out_wire_1_1_i = pe_output_0;
			default: out_wire_1_1_i = 1'b0;
		endcase
	end
	assign out_wire_1_1 = out_wire_1_1_i;
	always @(*) begin
		case (config_data_reg[13:12])
			2'd0: out_wire_1_2_i = in_wire_2_3;
			2'd1: out_wire_1_2_i = in_wire_3_0;
			2'd2: out_wire_1_2_i = in_wire_0_1;
			2'd3: out_wire_1_2_i = pe_output_0;
			default: out_wire_1_2_i = 1'b0;
		endcase
	end
	assign out_wire_1_2 = out_wire_1_2_i;
	always @(*) begin
		case (config_data_reg[15:14])
			2'd0: out_wire_1_3_i = in_wire_2_0;
			2'd1: out_wire_1_3_i = in_wire_3_1;
			2'd2: out_wire_1_3_i = in_wire_0_2;
			2'd3: out_wire_1_3_i = pe_output_0;
			default: out_wire_1_3_i = 1'b0;
		endcase
	end
	assign out_wire_1_3 = out_wire_1_3_i;
	always @(*) begin
		case (config_data_reg[17:16])
			2'd0: out_wire_2_0_i = in_wire_3_2;
			2'd1: out_wire_2_0_i = in_wire_0_3;
			2'd2: out_wire_2_0_i = in_wire_1_0;
			2'd3: out_wire_2_0_i = pe_output_0;
			default: out_wire_2_0_i = 1'b0;
		endcase
	end
	assign out_wire_2_0 = out_wire_2_0_i;
	always @(*) begin
		case (config_data_reg[19:18])
			2'd0: out_wire_2_1_i = in_wire_3_3;
			2'd1: out_wire_2_1_i = in_wire_0_0;
			2'd2: out_wire_2_1_i = in_wire_1_1;
			2'd3: out_wire_2_1_i = pe_output_0;
			default: out_wire_2_1_i = 1'b0;
		endcase
	end
	assign out_wire_2_1 = out_wire_2_1_i;
	always @(*) begin
		case (config_data_reg[21:20])
			2'd0: out_wire_2_2_i = in_wire_3_0;
			2'd1: out_wire_2_2_i = in_wire_0_1;
			2'd2: out_wire_2_2_i = in_wire_1_2;
			2'd3: out_wire_2_2_i = pe_output_0;
			default: out_wire_2_2_i = 1'b0;
		endcase
	end
	assign out_wire_2_2 = out_wire_2_2_i;
	always @(*) begin
		case (config_data_reg[23:22])
			2'd0: out_wire_2_3_i = in_wire_3_1;
			2'd1: out_wire_2_3_i = in_wire_0_2;
			2'd2: out_wire_2_3_i = in_wire_1_3;
			2'd3: out_wire_2_3_i = pe_output_0;
			default: out_wire_2_3_i = 1'b0;
		endcase
	end
	assign out_wire_2_3 = out_wire_2_3_i;
endmodule
==> flow/run.sh <==
#!/bin/bash
# OpenROAD 26Q1-2900-gdf79404cd8, Yosys 0.63+post, stock flow scripts
make -C /OpenROAD-flow-scripts/flow DESIGN_CONFIG=/design/flow/config.mk WORK_HOME=/design/flow/orfs finish
==> flow/config.mk <==
export PLATFORM = sky130hd
export DESIGN_NAME = switch_box_top
export DESIGN_NICKNAME = switch_box_top
export VERILOG_FILES = /design/flow/design.v
export SDC_FILE = /design/flow/constraint.sdc
export NUM_CORES = 4
export LEC_CHECK = 1
export CORE_AREA = 10 10 91 91
export DIE_AREA = 0 0 101 101
==> flow/constraint.sdc <==
current_design switch_box_top

set clk_period 1.2
set clk_io_pct 0.2

create_clock -name clk0 -period $clk_period [get_ports {clk}]

set non_clock_inputs [all_inputs -no_clocks]
set_input_delay [expr $clk_period * $clk_io_pct] -clock clk0 $non_clock_inputs
set_output_delay [expr $clk_period * $clk_io_pct] -clock clk0 [all_outputs]
==> deck_impl_summary.md <==
Synthesis and Place & Route Summary

Floorplanning
  • Ports: 64
  • Die Ht: 101 microns
  • Rows: 29
  • Initial Util: 18.38%
  • Chip area: 10,200 sq um
  • Core ar.: 6350 sq um
  • Die width: 101 microns

Final timing
  • Min cycle time layout: 1.468 ns
  • Worst path setup slack after routing: -0.2683 ns
  • Final worst path period share: 122.4%
  • Final Max Slew Viols: 0
  • Fin Clk Skew: 0 ns
  • Unrepaired setup endpoints after global routing: true
  • Max Freq: 681.1 MHz
  • # setup viols final: 12
  • Fin. Hold Viols: 0
  • Slew @ Worst Pin: 0.1395 ns
  • Slew headroom: 90.43%

Place
  • Port Buf Inserts: 55
  • Placed cell count: 231
  • GPL Wtd Cong: 0.7025
  • HPWL Detailed: 2733 microns

Global route
  • M3 GR Usage: 2.564%
  • GRT Util Overall: 6.755%
  • GR Overflow Total: 0
  • Met1 Use GR: 8.417%
  • Pin count of the biggest net entering global routing: 25
  • GR peak layer: met2
  • Initial antenna violation count: 0
  • Vias in the first global route: 1,094
  • Met2 Usage GRT: 11.25%
  • Global-route wire length before repair: 5589 microns

Drt
  • WL/cell: 14.75 microns
  • DRC violations left: 0
  • DR vias/cell: 3.953
  • Via count: 933
  • First DRT Iteration DRCs: 16
  • Antenna diodes: 0
  • Post-route ant nets: 0
  • First-pass DRT Iterations: 2
  • Total Wirelength: 3482 microns

Finish
  • Layout cells sized above 1: 35.22%
  • Area growth from synthesis to layout: 60.13%
  • Number of fill cells: 660
  • Fin cells: 236
  • Logic cell area: 600.6 sq um
  • Top cell excl fill/tap: clkdlybuf4s50_1
  • FF+latch area: 495.5 sq um
  • Max reg flops: 24
  • Most frequent cells in the layout: clkdlybuf4s50_1 (27), mux2i_1 (24), nor2_1 (24)
  • Layout Utilization: 29.44%

Outcome
  • Status: complete, but fails checks
  • Failing checks: negative setup slack

Synth
  • Count of different cell masters after synthesis: 8
  • Cells after Synth: 90
  • Synth Register Bits: 24
  • Synthesized area: 1167 sq um
  • Yosys Warn Count: 1
  • Yosys stat area: 1167 sq um
  • Seq share, synth: 41.16%
  • Syn_area_per_cell: 12.97 sq um
  • Yosys Instances: 90

Power
  • Net Sw Power: 405.5 uW
  • Sequential Power Share: 49.9%
  • Clk pwr share: 27.1%
  • Switching share of power: 22.94%
  • VDD IR max: 0.0003908 V
  • Comb power frac: 23.1%
  • Pwr/cell area: 945.5 nW/um^2
  • LEAKAGE: 0.0008175 uW
  • Int Power: 1362 uW

Setup path
  • Crit path launch: config_data_reg[0]
  • Critical Path Source Type: register
  • Crit Reg-Reg Startpoint: config_data_reg[9]
  • Crit end category: output pin
  • CP required: 0.96 ns
  • Crit Path Class: register to output pin
  • Crit path max fanout: 2
  • Arrival @ worst endpoint: 1.23 ns

CTS
  • Reg clk slew, reported paths: 0.09 ns
  • Cts bufs inserted: 3
  • CTS Hold Bufs: 0
  • CTS tree: yes
  • CTS sink count: 24
  • H-tree Lvls: 1
  • Clock latency on the worst-skew pair: 0.26 ns
  • Root buffer cell: clkbuf_8
  • CTS Buffer Depth: 2

Worst hold path
  • Worst min-delay path class: register to register
  • Min-delay src: config_data_reg[23]

Flow run
  • Max-Cap Viols: 0
  • Tool Warnings: 35
cell families (layout without fill, tap and decap cells):
family	count (synthesis)	in the layout	share of synthesized area [%]
flip-flops	24	24	41.16
AND/OR/NAND/NOR	24	24	7.717
multiplexers	36	36	46.94
buffers and inverters	6	75	4.180
what timing repair did:
item,CTS,global route
buffers inserted,1,1
hold endpoints to repair,0,0
resized,75,2
setup endpoints to repair,12,12
through the flow:
step | cell area, sq um | total power (uW) | hold slack [ns] | setup slack [ns] | TNS, ns
CTS | 1858 | 1806 | 0.5124 | -0.2950 | -3.376
floorplan | 1167 | 1047 | 0.3124 | 0.1532 | 0
finish | 1869 | 1767 | 0.5035 | -0.2683 | -3.108
global route | 1869 | 1871 | 0.5494 | -0.3286 | -3.723
detailed placement | 1903 | 1353 | 0.4945 | -0.7892 | -13.01
global placement | 1903 | 1350 | 0.4894 | -0.7860 | -12.66
final cells by class:
| type | instances | share of cell area, % |
|---|---|---|
| Timing Repair Buffer | 72 | 34.00 |
| Multi-Input combinational cell | 60 | 32.13 |
| Sequential cell | 24 | 26.51 |
| Clock buffer | 3 | 2.209 |
| Tap cell | 77 | 5.154 |
worst paths after layout:
| kind | depth (start not counted) | slack [ns] | endpoint |
|---|---|---|---|
| min | 2 | 0.50 | config_data_reg[23] |
| min reg2reg | 2 | 0.50 | config_data_reg[23] |
| max | 2 | -0.27 | out_wire_0_0 |
| max reg2reg | 4 | 0.35 | config_data_reg[9] |
worst max-delay path: stages (launching register included):
cell and delay (ns):
dfxtp_2 0.34, mux4_2 0.49, buf_2 0.13
power by group through the flow:
stage	combinational, uW	clock (uW)	sequential (uW)
final	407	478	881
after global routing	450	532	890
after CTS	415	507	883
cells in the mapped netlist, drive strengths merged:
master  instances  area [sq um]
nor2           24         90.09
buf             4         41.29
dfxtp          24         480.5
mux2i          24         240.2
clkbuf          2         7.510
mux4           12         307.8
routing by layer:
metal,vias up,part of all wire (%)
met5,-,0
met4,0,0.55
met3,2,8.0
met2,26,50
met1,441,42
li1,464,-
No activity file was given, so power comes from the tool's default toggle rates.
