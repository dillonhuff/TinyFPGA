[flow/config.mk]
export PLATFORM = sky130hd
export DESIGN_NAME = switch_box_bottom_right
export DESIGN_NICKNAME = switch_box_bottom_right
export VERILOG_FILES = /design/flow/design.v
export SDC_FILE = /design/flow/constraint.sdc
export NUM_CORES = 4
export LEC_CHECK = 1
export CORE_UTILIZATION = 40
[flow/constraint.sdc]
current_design switch_box_bottom_right

set clk_period 1.2
set clk_io_pct 0.2

create_clock -name clk0 -period $clk_period [get_ports {clk}]

set non_clock_inputs [all_inputs -no_clocks]
set_input_delay [expr $clk_period * $clk_io_pct] -clock clk0 $non_clock_inputs
set_output_delay [expr $clk_period * $clk_io_pct] -clock clk0 [all_outputs]
[flow/design.v]
module switch_box_bottom_right(
	input in_wire_0_0,
	input in_wire_0_1,
	input in_wire_0_2,
	input in_wire_0_3,
	input in_wire_2_2,
	input in_wire_2_3,
	input in_wire_2_0,
	input in_wire_2_1,
	input in_wire_1_1,
	input in_wire_1_0,
	input in_wire_1_3,
	input in_wire_1_2,
	input in_wire_3_3,
	input in_wire_3_2,
	input in_wire_3_1,
	input in_wire_3_0,
	output out_wire_0_0,
	output out_wire_0_1,
	output out_wire_0_2,
	output out_wire_0_3,
	output out_wire_1_0,
	output out_wire_1_1,
	output out_wire_1_2,
	output out_wire_1_3,
	output out_wire_2_0,
	output out_wire_2_1,
	output out_wire_2_2,
	output out_wire_2_3,
	output out_wire_3_0,
	output out_wire_3_1,
	output out_wire_3_2,
	output out_wire_3_3,
	input pe_output_0,
	input [31:0] config_data,
	input config_en,
	input clk,
	input reset
	);
	reg [31:0] config_data_reg;
	always @(posedge clk) begin
		if (reset) begin
			config_data_reg <= 32'b0;
		end else if (config_en) begin
			config_data_reg <= config_data;
		end
	end
	reg out_wire_0_0_i;
	reg out_wire_0_1_i;
	reg out_wire_0_2_i;
	reg out_wire_0_3_i;
	reg out_wire_1_0_i;
	reg out_wire_1_1_i;
	reg out_wire_1_2_i;
	reg out_wire_1_3_i;
	reg out_wire_2_0_i;
	reg out_wire_2_1_i;
	reg out_wire_2_2_i;
	reg out_wire_2_3_i;
	reg out_wire_3_0_i;
	reg out_wire_3_1_i;
	reg out_wire_3_2_i;
	reg out_wire_3_3_i;
	always @(*) begin
		case (config_data_reg[1:0])
			2'd0: out_wire_0_0_i = in_wire_1_0;
			2'd1: out_wire_0_0_i = in_wire_2_1;
			2'd2: out_wire_0_0_i = in_wire_3_2;
			2'd3: out_wire_0_0_i = pe_output_0;
			default: out_wire_0_0_i = 1'b0;
		endcase
	end
	assign out_wire_0_0 = out_wire_0_0_i;
	always @(*) begin
		case (config_data_reg[3:2])
			2'd0: out_wire_0_1_i = in_wire_1_1;
			2'd1: out_wire_0_1_i = in_wire_2_2;
			2'd2: out_wire_0_1_i = in_wire_3_3;
			2'd3: out_wire_0_1_i = pe_output_0;
			default: out_wire_0_1_i = 1'b0;
		endcase
	end
	assign out_wire_0_1 = out_wire_0_1_i;
	always @(*) begin
		case (config_data_reg[5:4])
			2'd0: out_wire_0_2_i = in_wire_1_2;
			2'd1: out_wire_0_2_i = in_wire_2_3;
			2'd2: out_wire_0_2_i = in_wire_3_0;
			2'd3: out_wire_0_2_i = pe_output_0;
			default: out_wire_0_2_i = 1'b0;
		endcase
	end
	assign out_wire_0_2 = out_wire_0_2_i;
	always @(*) begin
		case (config_data_reg[7:6])
			2'd0: out_wire_0_3_i = in_wire_1_3;
			2'd1: out_wire_0_3_i = in_wire_2_0;
			2'd2: out_wire_0_3_i = in_wire_3_1;
			2'd3: out_wire_0_3_i = pe_output_0;
			default: out_wire_0_3_i = 1'b0;
		endcase
	end
	assign out_wire_0_3 = out_wire_0_3_i;
	always @(*) begin
		case (config_data_reg[9:8])
			2'd0: out_wire_1_0_i = in_wire_2_1;
			2'd1: out_wire_1_0_i = in_wire_3_2;
			2'd2: out_wire_1_0_i = in_wire_0_3;
			2'd3: out_wire_1_0_i = pe_output_0;
			default: out_wire_1_0_i = 1'b0;
		endcase
	end
	assign out_wire_1_0 = out_wire_1_0_i;
	always @(*) begin
		case (config_data_reg[11:10])
			2'd0: out_wire_1_1_i = in_wire_2_2;
			2'd1: out_wire_1_1_i = in_wire_3_3;
			2'd2: out_wire_1_1_i = in_wire_0_0;
			2'd3: out_wire_1_1_i = pe_output_0;
			default: out_wire_1_1_i = 1'b0;
		endcase
	end
	assign out_wire_1_1 = out_wire_1_1_i;
	always @(*) begin
		case (config_data_reg[13:12])
			2'd0: out_wire_1_2_i = in_wire_2_3;
			2'd1: out_wire_1_2_i = in_wire_3_0;
			2'd2: out_wire_1_2_i = in_wire_0_1;
			2'd3: out_wire_1_2_i = pe_output_0;
			default: out_wire_1_2_i = 1'b0;
		endcase
	end
	assign out_wire_1_2 = out_wire_1_2_i;
	always @(*) begin
		case (config_data_reg[15:14])
			2'd0: out_wire_1_3_i = in_wire_2_0;
			2'd1: out_wire_1_3_i = in_wire_3_1;
			2'd2: out_wire_1_3_i = in_wire_0_2;
			2'd3: out_wire_1_3_i = pe_output_0;
			default: out_wire_1_3_i = 1'b0;
		endcase
	end
	assign out_wire_1_3 = out_wire_1_3_i;
	always @(*) begin
		case (config_data_reg[17:16])
			2'd0: out_wire_2_0_i = in_wire_3_2;
			2'd1: out_wire_2_0_i = in_wire_0_3;
			2'd2: out_wire_2_0_i = in_wire_1_0;
			2'd3: out_wire_2_0_i = pe_output_0;
			default: out_wire_2_0_i = 1'b0;
		endcase
	end
	assign out_wire_2_0 = out_wire_2_0_i;
	always @(*) begin
		case (config_data_reg[19:18])
			2'd0: out_wire_2_1_i = in_wire_3_3;
			2'd1: out_wire_2_1_i = in_wire_0_0;
			2'd2: out_wire_2_1_i = in_wire_1_1;
			2'd3: out_wire_2_1_i = pe_output_0;
			default: out_wire_2_1_i = 1'b0;
		endcase
	end
	assign out_wire_2_1 = out_wire_2_1_i;
	always @(*) begin
		case (config_data_reg[21:20])
			2'd0: out_wire_2_2_i = in_wire_3_0;
			2'd1: out_wire_2_2_i = in_wire_0_1;
			2'd2: out_wire_2_2_i = in_wire_1_2;
			2'd3: out_wire_2_2_i = pe_output_0;
			default: out_wire_2_2_i = 1'b0;
		endcase
	end
	assign out_wire_2_2 = out_wire_2_2_i;
	always @(*) begin
		case (config_data_reg[23:22])
			2'd0: out_wire_2_3_i = in_wire_3_1;
			2'd1: out_wire_2_3_i = in_wire_0_2;
			2'd2: out_wire_2_3_i = in_wire_1_3;
			2'd3: out_wire_2_3_i = pe_output_0;
			default: out_wire_2_3_i = 1'b0;
		endcase
	end
	assign out_wire_2_3 = out_wire_2_3_i;
	always @(*) begin
		case (config_data_reg[25:24])
			2'd0: out_wire_3_0_i = in_wire_0_3;
			2'd1: out_wire_3_0_i = in_wire_1_0;
			2'd2: out_wire_3_0_i = in_wire_2_1;
			2'd3: out_wire_3_0_i = pe_output_0;
			default: out_wire_3_0_i = 1'b0;
		endcase
	end
	assign out_wire_3_0 = out_wire_3_0_i;
	always @(*) begin
		case (config_data_reg[27:26])
			2'd0: out_wire_3_1_i = in_wire_0_0;
			2'd1: out_wire_3_1_i = in_wire_1_1;
			2'd2: out_wire_3_1_i = in_wire_2_2;
			2'd3: out_wire_3_1_i = pe_output_0;
			default: out_wire_3_1_i = 1'b0;
		endcase
	end
	assign out_wire_3_1 = out_wire_3_1_i;
	always @(*) begin
		case (config_data_reg[29:28])
			2'd0: out_wire_3_2_i = in_wire_0_1;
			2'd1: out_wire_3_2_i = in_wire_1_2;
			2'd2: out_wire_3_2_i = in_wire_2_3;
			2'd3: out_wire_3_2_i = pe_output_0;
			default: out_wire_3_2_i = 1'b0;
		endcase
	end
	assign out_wire_3_2 = out_wire_3_2_i;
	always @(*) begin
		case (config_data_reg[31:30])
			2'd0: out_wire_3_3_i = in_wire_0_2;
			2'd1: out_wire_3_3_i = in_wire_1_3;
			2'd2: out_wire_3_3_i = in_wire_2_0;
			2'd3: out_wire_3_3_i = pe_output_0;
			default: out_wire_3_3_i = 1'b0;
		endcase
	end
	assign out_wire_3_3 = out_wire_3_3_i;
endmodule
[flow/run.sh]
#!/bin/bash
# OpenROAD 26Q1-2900-gdf79404cd8, Yosys 0.63+post, stock flow scripts
make -C /OpenROAD-flow-scripts/flow DESIGN_CONFIG=/design/flow/config.mk WORK_HOME=/design/flow/orfs finish
==> impl_table.tex <==
% Auto-generated results table
\begin{tabular}{lr}
\hline
Metric & Value \\
\hline
\multicolumn{2}{l}{\textbf{Synth}} \\
Most used flip-flop cell after synthesis & dfxtp\_1 \\
Number of standard cells reported by yosys & 120 \\
Synthesized area per cell & 12.9 sq um \\
Distinct lib cells & 8 \\
Chip area line of the yosys report & 1550 sq um \\
Fraction of registers with async set or reset after synthesis & 0\% \\
Cell types occupying the most area after synthesis & dfxtp\_1 41\%, mux4\_1 27\%, mux2i\_1 21\%, nor2\_1 7.8\%, buf\_4 1.5\% \\
Top cells by instance count after synthesis & 32 x dfxtp\_1, 32 x mux2i\_1, 32 x nor2\_1, 16 x mux4\_1 \\
Count of yosys warnings during synthesis & 1 \\
Cell Area, Synth & 1550 sq um \\
Leading area contributor after synthesis & dfxtp\_1 \\
Ys flops & 32 \\
Dominant cell area share & 41.5\% \\
Post-synth EDFFs & 0 \\
Number of instances in the synthesized netlist & 120 \\
Post-synthesis sequential area ratio & 41.5\% \\
\multicolumn{2}{l}{\textbf{Final layout}} \\
Util after Layout & 62.1\% \\
Final non-filler cell total & 245 \\
Layout cell share with drive strength beyond 1 & 33.5\% \\
Layout Area Growth over Synthesis & 48.3\% \\
Flip-flop count of the largest register after layout & 32 \\
Final design instance area without fill & 2290 sq um \\
\multicolumn{2}{l}{\textbf{Critical path}} \\
Required time reported for the critical path endpoint & 0.96 ns \\
Source of the worst register-to-register timing path & config\_data\_reg[10] \\
Critical path start-end classification & flop to primary output \\
Slowest stage cell on the critical path & mux4\_2 \\
Worst Reg-to-Reg Cells & 3 \\
Longest individual stage delay on the worst path & 0.49 ns \\
Nature of the critical path startpoint & flop \\
Crit. End Element & primary output \\
Worst R2R End & config\_data\_reg[10] \\
CP top delay family & multiplexers \\
Number of buffer and inverter stages on the critical path & 1 \\
Worst Path Arrival & 1.24 ns \\
Worst-path cell chain & mux4\_2 -> buf\_2 \\
Slack of the worst reg-to-reg path & 0.46 ns \\
Maximum fanout count along the critical path & 2 \\
\multicolumn{2}{l}{\textbf{Drt}} \\
Routed vias & 1,188 \\
Number of violations reported at the end of detailed-routing iteration 0 & 63 \\
Detailed-route DRC error count & 0 \\
Sum of routed wire length over all layers & 3.39 mm \\
Routed via count divided by cell count & 4.85 \\
Routed length per placed instance & 13.8 microns \\
Number of nets with antenna violations after detailed routing & 0 \\
Iteration count of the initial detailed-routing pass & 4 \\
Diodes inserted & 0 \\
\multicolumn{2}{l}{\textbf{Clocking}} \\
CTS tree & built \\
Clk Tree Root Cell & clkbuf\_8 \\
Hold buffers post-CTS & 0 \\
Number of buffers added by the clock tree synthesis step & 5 \\
Maximum level of the CTS H-tree & 2 \\
Clock latency on the worst-skew pair & 0.28 ns \\
Clk slew on worst S/H paths & 0.06 ns \\
Buffers from clock root to sink, at most & 2 \\
Sinks on the clock net & 32 \\
\multicolumn{2}{l}{\textbf{Floorplan}} \\
Core region area & 3690 sq um \\
Chip footprint & 4120 sq um \\
Floorplan utilization & 41.9\% \\
Horiz. Die Dim & 64.2 microns \\
I/O pin cnt & 68 \\
Vertical extent of the die & 64.2 microns \\
Number of standard-cell rows in the floorplan & 22 \\
\multicolumn{2}{l}{\textbf{Place}} \\
Quantity of I/O buffers inserted on ports & 67 \\
Instance area at placement & 2300 sq um \\
Placed instance count & 232 \\
Final weighted congestion in routability-driven placement & 0.777 \\
\multicolumn{2}{l}{\textbf{Final timing}} \\
RSZ-0062 raised after global routing & yes \\
Clock skew after layout & 0 ns \\
Post-layout worst setup margin & -0.280 ns \\
Highest clock rate & 0.676 GHz \\
Fin Setup TNS & -4.18 ns \\
Setup-failing EPs final & 16 \\
Worst slew margin & 89.0\% \\
Hold violation count in the final report & 0 \\
Transition time at the pin with the least slew margin & 0.161 ns \\
Final max-slew violation count & 0 \\
Post-Route Hold Slack & 0.466 ns \\
Minimum period implied by the final worst setup slack & 1.48 ns \\
Final cycle utilization of the critical path & 123\% \\
\multicolumn{2}{l}{\textbf{GRT}} \\
Overall fraction of global-route tracks in use & 18.3\% \\
Global-route congestion overflow total & 0 \\
Number of global-route vias before repair & 1,199 \\
Maximum number of pins on one net before global-route repair & 33 \\
Number of antenna violations at the first check in global routing & 0 \\
First-pass GRT wire length & 5.60 mm \\
\multicolumn{2}{l}{\textbf{Status}} \\
Violated checks & setup timing \\
Outcome & finished with violations \\
\multicolumn{2}{l}{\textbf{Min path}} \\
Depth of the worst hold-timing path & 4 \\
Min-Delay Path Class & input port to flop \\
Hold endpoint & config\_data\_reg[31] \\
Worst min-delay path startpoint & config\_en \\
\multicolumn{2}{l}{\textbf{Power}} \\
Part of the total power dissipated in the clock network & 33.2\% \\
Leakage power & 0.999 nW \\
Total net switching power & 0.556 mW \\
Internal power & 1.94 mW \\
Cell area power density & 1090 nW/um\^{}2 \\
Proportion of total power due to net switching & 22.3\% \\
Combinational share of power & 19.7\% \\
Power share of the sequential group & 47.1\% \\
Maximum VDD drop & 0.799 mV \\
\multicolumn{2}{l}{\textbf{Job}} \\
Tally of max-capacitance violations & 0 \\
Tool warnings & 28 \\
\hline
\end{tabular}
==> area by class of cell <==
class | instances | area (sq um)
timing repair buffer | 77 | 681
multi-input combinational | 80 | 801
sequential | 32 | 661
tap | 48 | 60.1
fill | 318 | 1400
clock buffer | 8 | 90.1
==> layer usage <==
metal | vias up | wire, microns | global-route usage, %
li1 | 588 | - | -
met1 | 524 | 1540 | 27.3
met2 | 70 | 1400 | 26.9
met3 | 6 | 403 | 7.97
met4 | 0 | 48 | 2.22
met5 | - | 0 | 0
==> worst min-delay path, cell delays in order <==
cell and delay [ns]:
buf_2 0.13, buf_12 0.17, mux2i_1 0.08, nor2_1 0.07
==> per-stage QoR <==
| step | total power [mW] | worst slack (ns) |
|---|---|---|
| final | 2.50 | -0.280 |
| after detailed placement | 1.73 | -0.783 |
| after global routing | 2.65 | -0.340 |
| after CTS | 2.53 | -0.298 |
| after floorplan | 1.39 | 0.153 |
| after global placement | 1.72 | -0.778 |
==> power groups by stage <==
stage	clock, mW	sequential, mW	combinational, mW
after CTS	0.862	1.18	0.495
after global routing	0.928	1.18	0.534
final	0.830	1.18	0.493
==> worst max path at each step <==
stage | start | endpoint | depth (start not counted)
final | config_data_reg[0] | out_wire_0_0 | 2
after CTS | config_data_reg[0] | out_wire_0_0 | 2
after global routing | config_data_reg[0] | out_wire_0_0 | 2
==> cells in the final DEF, fill, tap and decap left out <==
cell type and n:
buf_12 3, buf_4 5, buf_2 18, mux2i_1 32, nor2_1 32, mux4_2 16, buf_6 2, clkbuf_8 6
dfxtp_1 16, dfxtp_2 16, clkbuf_1 2, dlygate4sd2_1 16, clkdlybuf4s50_1 33
==> repair_timing <==
action | 4_1_cts | 5_1_grt
gates resized | 103 | 0
cloned | 1 | 0
endpoints found under the hold margin | 0 | 0
endpoints found under the setup margin | 16 | 16
setup buffers | 3 | 1
==> logic make-up after synthesis <==
kind of cell           after synthesis  synth area share (%)
buffers and inverters                8                  2.83
DFF                                 32                  41.5
muxes                               48                  47.9
and+or+nand+nor                     32                  7.77
No activity file was given, so power comes from the tool's default toggle rates.
