[/design/flow/design.v]
module switch_box_bottom_left(
	input in_wire_0_0,
	input in_wire_0_1,
	input in_wire_0_2,
	input in_wire_0_3,
	input in_wire_2_2,
	input in_wire_2_3,
	input in_wire_2_0,
	input in_wire_2_1,
	input in_wire_1_1,
	input in_wire_1_0,
	input in_wire_1_3,
	input in_wire_1_2,
	input in_wire_3_3,
	input in_wire_3_2,
	input in_wire_3_1,
	input in_wire_3_0,
	output out_wire_0_0,
	output out_wire_0_1,
	output out_wire_0_2,
	output out_wire_0_3,
	output out_wire_1_0,
	output out_wire_1_1,
	output out_wire_1_2,
	output out_wire_1_3,
	output out_wire_3_0,
	output out_wire_3_1,
	output out_wire_3_2,
	output out_wire_3_3,
	input pe_output_0,
	input [31:0] config_data,
	input config_en,
	input clk,
	input reset
	);
	reg [31:0] config_data_reg;
	always @(posedge clk) begin
		if (reset) begin
			config_data_reg <= 32'b0;
		end else if (config_en) begin
			config_data_reg <= config_data;
		end
	end
	reg out_wire_0_0_i;
	reg out_wire_0_1_i;
	reg out_wire_0_2_i;
	reg out_wire_0_3_i;
	reg out_wire_1_0_i;
	reg out_wire_1_1_i;
	reg out_wire_1_2_i;
	reg out_wire_1_3_i;
	reg out_wire_3_0_i;
	reg out_wire_3_1_i;
	reg out_wire_3_2_i;
	reg out_wire_3_3_i;
	always @(*) begin
		case (config_data_reg[1:0])
			2'd0: out_wire_0_0_i = in_wire_1_0;
			2'd1: out_wire_0_0_i = in_wire_2_1;
			2'd2: out_wire_0_0_i = in_wire_3_2;
			2'd3: out_wire_0_0_i = pe_output_0;
			default: out_wire_0_0_i = 1'b0;
		endcase
	end
	assign out_wire_0_0 = out_wire_0_0_i;
	always @(*) begin
		case (config_data_reg[3:2])
			2'd0: out_wire_0_1_i = in_wire_1_1;
			2'd1: out_wire_0_1_i = in_wire_2_2;
			2'd2: out_wire_0_1_i = in_wire_3_3;
			2'd3: out_wire_0_1_i = pe_output_0;
			default: out_wire_0_1_i = 1'b0;
		endcase
	end
	assign out_wire_0_1 = out_wire_0_1_i;
	always @(*) begin
		case (config_data_reg[5:4])
			2'd0: out_wire_0_2_i = in_wire_1_2;
			2'd1: out_wire_0_2_i = in_wire_2_3;
			2'd2: out_wire_0_2_i = in_wire_3_0;
			2'd3: out_wire_0_2_i = pe_output_0;
			default: out_wire_0_2_i = 1'b0;
		endcase
	end
	assign out_wire_0_2 = out_wire_0_2_i;
	always @(*) begin
		case (config_data_reg[7:6])
			2'd0: out_wire_0_3_i = in_wire_1_3;
			2'd1: out_wire_0_3_i = in_wire_2_0;
			2'd2: out_wire_0_3_i = in_wire_3_1;
			2'd3: out_wire_0_3_i = pe_output_0;
			default: out_wire_0_3_i = 1'b0;
		endcase
	end
	assign out_wire_0_3 = out_wire_0_3_i;
	always @(*) begin
		case (config_data_reg[9:8])
			2'd0: out_wire_1_0_i = in_wire_2_1;
			2'd1: out_wire_1_0_i = in_wire_3_2;
			2'd2: out_wire_1_0_i = in_wire_0_3;
			2'd3: out_wire_1_0_i = pe_output_0;
			default: out_wire_1_0_i = 1'b0;
		endcase
	end
	assign out_wire_1_0 = out_wire_1_0_i;
	always @(*) begin
		case (config_data_reg[11:10])
			2'd0: out_wire_1_1_i = in_wire_2_2;
			2'd1: out_wire_1_1_i = in_wire_3_3;
			2'd2: out_wire_1_1_i = in_wire_0_0;
			2'd3: out_wire_1_1_i = pe_output_0;
			default: out_wire_1_1_i = 1'b0;
		endcase
	end
	assign out_wire_1_1 = out_wire_1_1_i;
	always @(*) begin
		case (config_data_reg[13:12])
			2'd0: out_wire_1_2_i = in_wire_2_3;
			2'd1: out_wire_1_2_i = in_wire_3_0;
			2'd2: out_wire_1_2_i = in_wire_0_1;
			2'd3: out_wire_1_2_i = pe_output_0;
			default: out_wire_1_2_i = 1'b0;
		endcase
	end
	assign out_wire_1_2 = out_wire_1_2_i;
	always @(*) begin
		case (config_data_reg[15:14])
			2'd0: out_wire_1_3_i = in_wire_2_0;
			2'd1: out_wire_1_3_i = in_wire_3_1;
			2'd2: out_wire_1_3_i = in_wire_0_2;
			2'd3: out_wire_1_3_i = pe_output_0;
			default: out_wire_1_3_i = 1'b0;
		endcase
	end
	assign out_wire_1_3 = out_wire_1_3_i;
	always @(*) begin
		case (config_data_reg[25:24])
			2'd0: out_wire_3_0_i = in_wire_0_3;
			2'd1: out_wire_3_0_i = in_wire_1_0;
			2'd2: out_wire_3_0_i = in_wire_2_1;
			2'd3: out_wire_3_0_i = pe_output_0;
			default: out_wire_3_0_i = 1'b0;
		endcase
	end
	assign out_wire_3_0 = out_wire_3_0_i;
	always @(*) begin
		case (config_data_reg[27:26])
			2'd0: out_wire_3_1_i = in_wire_0_0;
			2'd1: out_wire_3_1_i = in_wire_1_1;
			2'd2: out_wire_3_1_i = in_wire_2_2;
			2'd3: out_wire_3_1_i = pe_output_0;
			default: out_wire_3_1_i = 1'b0;
		endcase
	end
	assign out_wire_3_1 = out_wire_3_1_i;
	always @(*) begin
		case (config_data_reg[29:28])
			2'd0: out_wire_3_2_i = in_wire_0_1;
			2'd1: out_wire_3_2_i = in_wire_1_2;
			2'd2: out_wire_3_2_i = in_wire_2_3;
			2'd3: out_wire_3_2_i = pe_output_0;
			default: out_wire_3_2_i = 1'b0;
		endcase
	end
	assign out_wire_3_2 = out_wire_3_2_i;
	always @(*) begin
		case (config_data_reg[31:30])
			2'd0: out_wire_3_3_i = in_wire_0_2;
			2'd1: out_wire_3_3_i = in_wire_1_3;
			2'd2: out_wire_3_3_i = in_wire_2_0;
			2'd3: out_wire_3_3_i = pe_output_0;
			default: out_wire_3_3_i = 1'b0;
		endcase
	end
	assign out_wire_3_3 = out_wire_3_3_i;
endmodule
[/design/flow/run.sh]
#!/bin/bash
# OpenROAD 26Q1-2900-gdf79404cd8, Yosys 0.63+post, stock flow scripts
make -C /OpenROAD-flow-scripts/flow DESIGN_CONFIG=/design/flow/config.mk WORK_HOME=/design/flow/orfs finish
[/design/flow/config.mk]
export PLATFORM = sky130hd
export DESIGN_NAME = switch_box_bottom_left
export DESIGN_NICKNAME = switch_box_bottom_left
export VERILOG_FILES = /design/flow/design.v
export SDC_FILE = /design/flow/constraint.sdc
export NUM_CORES = 4
export LEC_CHECK = 1
export CORE_AREA = 10 10 91 91
export DIE_AREA = 0 0 101 101
[/design/flow/constraint.sdc]
current_design switch_box_bottom_left

set clk_period 1.2
set clk_io_pct 0.2

create_clock -name clk0 -period $clk_period [get_ports {clk}]

set non_clock_inputs [all_inputs -no_clocks]
set_input_delay [expr $clk_period * $clk_io_pct] -clock clk0 $non_clock_inputs
set_output_delay [expr $clk_period * $clk_io_pct] -clock clk0 [all_outputs]
==> reports/metrics.sh <==
NUM-FILL-CELLS=687
PLACEMENT.SETUP.WORST_SLACK_NS=-0.795
INITIALDRTVIOLATIONCOUNT=27
RSZ0062_AT_GRT='yes'
DR_TOTAL_VIAS=942
FIN_WS_NS=-0.263
NUMBER_OF_LOGGED_TOOL_WARNINGS=35
LAYOUT-DRIVE-GT1-SHARE_PCT=35.4
FIN_CELLS=235
CTS-BUFFERS-INSERTED=3
POST-SYNTH-TOP-AREA-CELL='sky130_fd_sc_hd__dfxtp_1'
ASYNCSETRESETFLOPFRACSYNTH_PCT=0
DRCVIOLATIONCOUNT=0
PATH_MAX_FANOUT=2
FP.DIEW_UM=101
WORST-SETUP-PATH-TYPE='reg2out'
CLOCK_SINKS=24
INITCOREUTIL_PCT=18.4
CLK_PIN_SLEW_NS=0.08
GRT_START_MAX_NET_PINS=25
MIN_DELAY_WORST_TYPE='reg2reg'
GRT_PASS1_WL_UM=5560
SYN_AREA_UM2=1170
CELLS_ALONG_THE_CRITICAL_PATH='mux4_2 > buf_2'
NUM_ROWS=29
DETAIL_ROUTE.VIAS_PER_CELL=4.01
DATA_REQUIRED_TIME_OF_THE_CRITICAL_PATH_NS=0.96
ENABLE_FLOP_CELLS=0
FLOORPLAN.CORE_AREA_UM2=6350
HTREE_LEVELS=1
POST_SYNTH.CELL_AREA_AVG_UM2=13.0
FAILED_CHECKS='setup timing'
FIN_TOTAL_PWR_mW=1.75
FINAL_PERIOD_MINUS_WORST_SETUP_SLACK_NS=1.46
HOLDWS_NS=0.506
ENDPOINT_KIND='output pin'
AREA.GROWTH.SYNTH_TO_FINAL_PCT=58.6
INSERTED_DIODES=0
LARGEST_REGISTER_FF_COUNT=24
ROUTED_WL_UM=3500
POST-ROUTE-CELL-AREA_UM2=1850
LEAKAGE_nW=0.805
WORST_SKEW_PAIR.LATE_LATENCY_NS=0.26
DIE_H_UM=101
SYNTH.FF_LATCH_COUNT=24
ANT_NETS=0
DETAILED_PLACE.AREA_UM2=1880
FMAX_MHz=683
RR_WORST_DEPTH=4
SYNTH.YOSYS.SEQ_AREA_SHARE_PCT=41.2
REPORT.FINAL.SLEW_VIOL_COUNT=0
GLOBAL_ROUTE.USAGE.TOTAL_PCT=6.81
SYNTH_CELLS=90
YS_WARN_COUNT=1
CTS_TREE='yes'
COUNT_OF_INPUT_AND_OUTPUT_BUFFERS=55
TIGHTESTPINTRANSITION_NS=0.144
DIEAREA_UM2=10200
TOTAL_POWER_PER_UNIT_CELL_AREA_nW_PER_UM2=944
PLACE_CONGESTION=0.746
FIRST_GLOBAL_VIAS=1087
AREA_LEADERS='sky130_fd_sc_hd__dfxtp_1 (41%), sky130_fd_sc_hd__mux4_1 (23%), sky130_fd_sc_hd__mux2i_1 (21%)'
GRT_ANTENNA_BEFORE_REPAIR=0
FINCLKSKEW_NS=0
SYNTH.LIB_CELLS_USED.DISTINCT=8
YOSYSCHIPAREA_UM2=1170
SETUP_VIOL=12
CP_SLOWEST_CELL='sky130_fd_sc_hd__mux4_2'
TIMING.SLEW.HEADROOM_PCT=90.1
HOLD_VIOL_FINAL=0
FINALCLOCKPERIODUSAGE_PCT=122
WORST_SETUP_PATH_START_KIND='flop'
SYNTHFLOPTYPE='sky130_fd_sc_hd__dfxtp_1'
WORST_EP_ARRIVAL_TIME_NS=1.22
DRV_CAP=0
VDD_IR_DROP_MAX_uV=321
CTS_HOLD_BUF=0
DRT_PASS1_ITERATIONS=4
MIN_DELAY_PATH_DEPTH=2
OUTCOME='complete, but fails checks'
SYNTH_TOP_AREA_SHARE_PCT=41.2
LEADING_CELL_TYPES_BY_COUNT_AFTER_SYNTHESIS='sky130_fd_sc_hd__dfxtp_1 (24), sky130_fd_sc_hd__mux2i_1 (24), sky130_fd_sc_hd__nor2_1 (24)'
CRITICAL-PATH-MAX-STAGE-DELAY_NS=0.49
POST_PLACE_CELLS=228
WL_PER_CELL_UM=14.9
PIN_COUNT=64
CLOCKROOTBUFFER='sky130_fd_sc_hd__clkbuf_8'
YS_CELLS=90
CTSLONGESTPATHBUFFERS=2
GR-TOTAL-OVERFLOW=0
## layer usage
metal	track usage [%]	routed length [um]	share of wire, %	vias to the layer above
li1	-	-	-	464
met1	8.22	1440	41	456
met2	12.4	1880	54	20
met3	1.32	134	3.8	2
met4	0.965	42	1.2	0
met5	0	0	0	-
## critical path: cells and delay by family (launching register included)
kind	cells	cell delay (ns)
buffers and inverters	1	0.13
flip-flops	1	0.34
multiplexers	1	0.49
## placed cells by master (no fill, tap or decap), types with 3 or more instances in the layout
cell type                          n
sky130_fd_sc_hd__clkdlybuf4s50_1  26
sky130_fd_sc_hd__mux2i_1          24
sky130_fd_sc_hd__nor2_1           24
sky130_fd_sc_hd__dlygate4sd2_1    16
sky130_fd_sc_hd__buf_2            13
sky130_fd_sc_hd__mux4_2           12
sky130_fd_sc_hd__dfxtp_2          12
sky130_fd_sc_hd__dfxtp_1          12
sky130_fd_sc_hd__buf_4            12
sky130_fd_sc_hd__clkbuf_8          3
## where the power goes
| group | switching, mW | total (mW) | internal, mW |
|---|---|---|---|
| registers | 0.0321 | 0.881 | 0.849 |
| clock network | 0.235 | 0.459 | 0.224 |
| logic | 0.123 | 0.407 | 0.284 |
| total | 0.391 | 1.75 | 1.36 |
## through the flow
| stage | TNS [ns] | utilization, % |
|---|---|---|
| 6_report | -2.99 | 29.2 |
| 5_1_grt | -3.69 | 29.2 |
| 4_1_cts | -3.30 | 28.9 |
| 3_5_place_dp | -12.74 | 29.6 |
| 3_3_place_gp | -12.59 | 29.6 |
| 2_1_floorplan | 0 | - |
## kinds of logic after synthesis
kind of cell  Yosys count  share of synthesized area (%)
mux                    36                           46.9
flops                  24                           41.2
simple gates           24                           7.72
buf+inv                 6                           4.18
## what timing repair did
item | 4_1_cts | 5_1_grt
endpoints found under the hold margin | 0 | 0
endpoints found under the setup margin | 12 | 12
setup buffers | 1 | 2
resized | 81 | 0
cloned | 1 | 0
## worst paths after layout
check                                        start                               end  slack, ns
hold / removal    config_data_reg[24]$_SDFFE_PP0P_  config_data_reg[24]$_SDFFE_PP0P_       0.51
setup / recovery   config_data_reg[9]$_SDFFE_PP0P_                      out_wire_1_0      -0.26
setup reg to reg  config_data_reg[27]$_SDFFE_PP0P_  config_data_reg[27]$_SDFFE_PP0P_       0.37
hold reg to reg   config_data_reg[24]$_SDFFE_PP0P_  config_data_reg[24]$_SDFFE_PP0P_       0.51
## cell type report
class	instances	area, um2	area share [%]
Tap cell	77	96.3	5.20
Multi-Input combinational cell	60	601	32.4
Clock buffer	3	41.3	2.23
Sequential cell	24	495	26.8
Timing Repair Buffer	71	618	33.4
Power is estimated from default activity; no workload was simulated.
